===== design/flow/constraint.sdc =====
current_design Time

set clk_period 3.3
set clk_io_pct 0.2

create_clock -name clk0 -period $clk_period [get_ports {Sys_CLK}]

set non_clock_inputs [all_inputs -no_clocks]
set_input_delay [expr $clk_period * $clk_io_pct] -clock clk0 $non_clock_inputs
set_output_delay [expr $clk_period * $clk_io_pct] -clock clk0 [all_outputs]

===== design/flow/config.mk =====
export PLATFORM = sky130hd
export DESIGN_NAME = Time
export DESIGN_NICKNAME = Time
export VERILOG_FILES = /design/flow/design.v
export SDC_FILE = /design/flow/constraint.sdc
export NUM_CORES = 4
export LEC_CHECK = 1
export CORE_UTILIZATION = 50

===== design/flow/design.v =====
module Double_nixietube_by_segments ( Sys_CLK , COM, SEG, SEG_H, SEG_L, en );
	input Sys_CLK ;
	output [1:0] COM ;
	output [7:0] SEG ;
	input [7:0] SEG_H, SEG_L ;
	input en ;
	reg [7:0] SEG ;
  localparam DIV_FACTOR = 13'd5000 ;
	reg div_clk = 0 ;			 
	reg [ 12:0 ] div_cnt = 13'd0 ;
	reg COM_cnt = 0;				 
	always @( posedge Sys_CLK ) begin
		if( div_cnt < DIV_FACTOR ) div_cnt <= div_cnt + 13'd1 ;
		else begin
			div_clk <= ~div_clk ;
			div_cnt <= 13'd0 ;
		end
	end
	always@(posedge div_clk) begin
		if ( en ) COM_cnt <= COM_cnt + 1'b1 ;
	end	
	assign COM = (en)?( ( COM_cnt )? 2'b10 : 2'b01 ) : 2'b00 ;
	always @ ( COM_cnt or SEG_H or SEG_L ) begin	 
		if ( COM_cnt == 1'b1 ) SEG = SEG_H ;
		else SEG = SEG_L ;
	end	
endmodule
module Key_debounce ( Sys_CLK, Key_In, Key_Out, Div_CLK );
input Sys_CLK ;
input [1:0]Key_In;
output [1:0]Key_Out;
output Div_CLK ;
reg [15:0]Div_Cnt;
reg Div_CLK;
reg [11:0]Key_Temp[1:0];
initial
begin
	Div_CLK = 1'd0;
	Div_Cnt = 16'd0;
end
always@(posedge Sys_CLK)
begin
	if(Div_Cnt == 16'd25000)   
	begin
		Div_Cnt = 16'd0;
		Div_CLK = ~Div_CLK;
	end
	else
		Div_Cnt = Div_Cnt + 1'd1;
end
always@(posedge Div_CLK)
begin
	Key_Temp[0] <= (Key_Temp[0] << 1) + Key_In[0];
	Key_Temp[1] <= (Key_Temp[1] << 1) + Key_In[1];
end
assign Key_Out[0] = &Key_Temp[0];
assign Key_Out[1] = &Key_Temp[1];
endmodule
module Symbol_to_SEG ( symbol, dp, SEG ) ;
	input [3:0] symbol ;
	input dp ;
	output [7:0] SEG ;
	reg [7:0] SEG ;
	always @ ( symbol ) begin		
		case( symbol )
			4'h0 : SEG [7:1] = 7'b1111110 ;
			4'h1 : SEG [7:1] = 7'b0110000 ;
			4'h2 : SEG [7:1] = 7'b1101101 ;
			4'h3 : SEG [7:1] = 7'b1111001 ;
			4'h4 : SEG [7:1] = 7'b0110011 ;
			4'h5 : SEG [7:1] = 7'b1011011 ;
			4'h6 : SEG [7:1] = 7'b1011111 ;
			4'h7 : SEG [7:1] = 7'b1110000 ;
			4'h8 : SEG [7:1] = 7'b1111111 ;
			4'h9 : SEG [7:1] = 7'b1111011 ;
			4'hA : SEG [7:1] = 7'b1110111 ;
			4'hB : SEG [7:1] = 7'b0011111 ;  
			4'hC : SEG [7:1] = 7'b1001110 ;
			4'hD : SEG [7:1] = 7'b0111101 ;  
			4'hE : SEG [7:1] = 7'b1001111 ;
			4'hF : SEG [7:1] = 7'b1000111 ;
		endcase
	end
	always @ ( dp ) SEG [0] = dp ;
endmodule
`timescale 1ns/1ns
module Time(Sys_CLK,x,SEG,COM,Key,Switch,Sys_RST,LED
	);
  input Sys_CLK;
  input [1:0] Switch;
  input [1:0] Key;
  output reg x;
  output [7:0] SEG;
  output [1:0] COM;
  output reg [3:0] LED;
  input Sys_RST;
  reg [7:0] max = 8'd66;
  reg [7:0] max2 = 8'd66;
  localparam TIMER_HW_PASS=8'd99; 
  localparam TIMER_HW_WARN=8'd33; 
  localparam TIMER_CR_PASS=8'd66; 
  wire [7:0] Ten;
  wire [7:0] One;
  localparam DIV_FACTOR = 32'd2500000 ;
	reg div_clk = 0 ;			 
	reg [ 31:0 ] div_cnt = 32'd0 ;
	reg COM_cnt = 0;				 
	always @( posedge Sys_CLK ) begin
		if( div_cnt < DIV_FACTOR ) div_cnt <= div_cnt + 32'd1 ;
		else begin
			div_clk <= ~div_clk ;
			div_cnt <= 32'd0 ;
		end
	end
  reg [7:0] count = 0;
  always @(posedge div_clk or negedge Sys_RST)
  begin
       if(~Sys_RST)begin
         count <= 0;
			x<=0;
			end
       else if(max2 - 1 <= count) 
       begin
         count <= 0;
         x<=0;
       end
     else if(max2 - 2 == count)begin
       count <= count + 1;
       x <= 1;
     end
       else 
       begin
          count <= count + 1;
          x<=0;
       end
  end
  wire [7:0] num_for_display;
  assign num_for_display = max2 - count; 
  to u3(.num(num_for_display),.Ten(Ten),.One(One)); 
  wire [7:0] SEG_L;
  wire [7:0] SEG_H;
  Double_nixietube_by_segments display_gen(.Sys_CLK(Sys_CLK) , .COM(COM), .SEG(SEG), .SEG_H(SEG_L), .SEG_L(SEG_H), .en(1));
  Symbol_to_SEG display1( .symbol(Ten), .dp(1), .SEG(SEG_H) );  
  Symbol_to_SEG display2( .symbol(One), .dp(0), .SEG(SEG_L) ); 
  reg extend = 0; 
  reg completed = 0; 
  reg [1:0] usedcount = 0; 
  wire [1:0] Key_Out; 
  wire Key_CLK;
  Key_debounce instance_name (
    .Sys_CLK(Sys_CLK), 
    .Key_In(Key), 
    .Key_Out(Key_Out), 
    .Div_CLK(Key_CLK)
    );
  always@(posedge div_clk or negedge Sys_RST)begin
    if(~Sys_RST) begin
		max2 <= TIMER_CR_PASS; max <= TIMER_CR_PASS;usedcount <= 0;
	 end
	 else
		case ( max )  
         TIMER_HW_PASS : begin LED <= 4'b0011; if(x) begin max2 <= TIMER_HW_WARN; max <= TIMER_HW_WARN; end else if(extend) begin max2 <= TIMER_HW_WARN + count; max <= TIMER_HW_WARN; usedcount <= usedcount + 1;end end
         TIMER_HW_WARN : begin LED <= 4'b0110; if(x) begin max2 <= TIMER_CR_PASS; max <= TIMER_CR_PASS; end end
         TIMER_CR_PASS : begin LED <= 4'b1001; if(x) begin max2 <= TIMER_HW_PASS; max <= TIMER_HW_PASS; usedcount <= 0;end else if(extend && (usedcount < 2'b11) ) begin max2 <= max2 + 30; usedcount <= usedcount + 1;end end
       endcase
	end
	always@(posedge div_clk)begin 
		if(Key[0])begin
			if(~completed)begin
				completed <= 1;
				extend <= 1;
			end
			else begin
				extend <= 0;
			end
		end
		else begin
			completed <= 0;
			extend <= 0;
		end
	end
endmodule
module to(input [7:0] num,output reg [7:0] Ten,output reg [7:0] One);
  integer i;
  reg [7:0] ten;
  reg [7:0] num2;
  always@(num)begin
    num2 = num;
    ten = 0;
    for (i=0; i<10 ;i=i+1)begin
      if(num >= 10)begin
        ten = ten + 1;
        num2 = num2 - 10;
      end
    end
    Ten = ten;
    One = num2;
  end
endmodule

===== design/flow/run.sh =====
#!/bin/bash
# OpenROAD 26Q1-2900-gdf79404cd8, Yosys 0.63+post, stock flow scripts
make -C /OpenROAD-flow-scripts/flow DESIGN_CONFIG=/design/flow/config.mk WORK_HOME=/design/flow/orfs finish

==> flow_summary_export.csv <==
group,metric,value,unit
global_route,antenna_found_initial,0,
worst_setup_path,critical_path.startpoint_type,"flop",
floorplan,die_h,96.5,um
timing,final.setup.tns,0,ns
timing,maxSlewHeadroom,38.8,%
worst_setup_path,crit_type,"reg2reg",
routing,drtIter0Drc,136,
timing,finClkSkew,0.00980,ns
floorplan,ioPinCount,21,
power_and_ir_drop,powerDensity,198,nW/um^2
floorplan,rows,34,
clock_tree,cts.path.max_buffers,2,
routing,remaining_drc_errors,0,
cells_and_area,final_cell_area,4840,um^2
routing,diodes,0,
synth,ys.flop_type,"dfxtp_1",
timing,unconstrained_endpoints,47,
floorplan,core,8680,um^2
synth,common_cells,"nor2_1, dfxtp_1, nand2_1",
hold_path,hold_path.class,"reg2reg",
synth,yosys.area.top_type_share,21.5,%
floorplan,dieWidth,96.5,um
routing,dr.pass1.iters,4,
clock_tree,clkTransAtPathRegs,0.10,ns
run,drv_cap,0,
timing,fin_ws,1.21,ns
synth,ys_types,63,
worst_setup_path,arrival,2.29,ns
routing,routedWlPerCell,12.4,um
timing,timing.hold.ws,0.472,ns
clock_tree,cts_resized,0,
synth,synth-edff-count,6,
synth,yosysTopAreaCell,"dfxtp_1",
timing,final_max_slew_viol_count,0,
synth,ys_cells,518,
global_route,grt_start_max_net_pins,29,
timing,timing.final.crit_share,63.2,%
floorplan,fp_util,51.5,%
routing,viasPerCell,5.29,
synth,netlist_area,4470,um^2
global_route,grt_pass1_vias,2974,
placement,hpwlAfterDp,6.15,mm
routing,totalWireLength,8.01,mm
cells_and_area,final_util,55.8,%
power_and_ir_drop,power.total,957,uW
power_and_ir_drop,leakage,1.90,nW
timing,max_freq,479,MHz
run_status,outcome,"complete, no violations",
synth,topCellsByArea,"dfxtp_1, ha_1, dfrtp_1",
timing,finalHoldViolations,0,
synth,yosysChipArea,4470,um^2
timing,grt_setup_unrepaired,"false",
worst_setup_path,critPathMaxFanout,5,
placement,dp_slack,1.20,ns
synth,yosys_warnings,11,
synth,synth.most_common_cell,"nor2_1",
placement,io_buffer_count,17,
worst_setup_path,cp.required,3.50,ns
clock_tree,holdBufCountCts,0,
global_route,grt-ovfl-total,0,
clock_tree,clk_latency,0.30,ns
cells_and_area,instances_no_fill,646,
clock_tree,cts_setup_buffers,0,
clock_tree,cts_buffers,5,
timing,setup_viol,0,
clock_tree,ctsRootBufferMaster,"clkbuf_8",
synth,ys_seq_share,37.4,%
cells_and_area,syn_to_final_growth,8.40,%
placement,dp.cells,638,
timing,tightest_slew,0.918,ns
clock_tree,htreeDepth,2,
clock_tree,cts_tree,"done",
power_and_ir_drop,ir_drop,0.000405,V
synth,syn_avg_cell_area,8.63,um^2
placement,gp_congestion,0.913,
global_route,grt_pass1_wl,13.7,mm
routing,dr_total_vias,3416,
routing,drtAntennaViolNets,0,
placement,place_area,4750,um^2
synth,ys_ff,75,
run,warning_count,40,
synth,async_flop_share,28.0,%
worst_setup_path,critPathCaptureType,"flop",
global_route,grt.total_usage,18.8,%
timing,period_minus_slack,2.09,ns
cells_and_area,final_layout_size_suffix_gt1_share,4.46,%
floorplan,die-area,9320,um^2
synth,synthCells,518,
timing,unclocked_pins,28,
[cells by family (layout without fill, tap and decap cells)]
logic type               count (synthesis)  in the layout  share of synthesized area [%]
AND-OR/OR-AND                           91             91                           14.0
AND/OR/NAND/NOR                        201            201                           20.8
flip-flops                              75             75                           37.4
adder cells (fa/ha/maj)                 38             38                           10.8
multiplexers                             3              3                          0.672
other                                    1             10                         0.0839
XOR/XNOR                                60             60                           11.8
buffers and inverters                   49             60                           4.45
[registers in the layout, summed over array words and instances (netlist names)]
name                 count
div_cnt                 32
display_gen.div_cnt     13
count                    8
max2                     8
LED                      4
max                      2
usedcount                2
completed                1
display_gen.COM_cnt      1
display_gen.div_clk      1
div_clk                  1
extend                   1
x                        1
[final cells by class]
type                    instances  area (um^2)
clock buffers                   5         68.8
clock inverters                 3         27.5
fillers                       782         3830
inverters                      33          124
multi-input cells             403         2630
flip-flops and latches         75         1670
well taps                     108          135
repair buffers                 19          185
[worst max-delay path: stages (launching register included)]
cell     delay, ns
dfxtp_1       0.41
nand4_1       0.16
or4_1         0.55
or2_2         0.31
nor2_1        0.16
nand2_1       0.10
nor2_1        0.12
xnor2_1       0.12
nor2_1        0.05
[cell usage in the layout, fill, tap and decap left out, types with 4 or more instances in the layout]
| master | instances |
|---|---|
| nor3_1 | 14 |
| ha_1 | 37 |
| o21a_1 | 5 |
| o21ai_0 | 25 |
| a21oi_1 | 16 |
| nor4_1 | 7 |
| xor2_1 | 24 |
| and3_1 | 5 |
| nand3_1 | 28 |
| clkdlybuf4s50_1 | 17 |
| nand2b_1 | 6 |
| conb_1 | 10 |
| nand2_1 | 45 |
| or2_2 | 4 |
| dfrtp_1 | 18 |
| a31oi_1 | 4 |
| inv_1 | 33 |
| nor2_1 | 69 |
| edfxtp_1 | 6 |
| clkbuf_8 | 5 |
| nand4_1 | 6 |
| nor2b_1 | 9 |
| xnor2_1 | 36 |
| dfxtp_1 | 48 |
[routing by layer]
layer  wire [um]  vias up  global-route usage, %
li1            -     1811                      -
met1        4200     1540                   31.7
met2        3430       57                   28.3
met3         294        8                   1.27
met4          82        0                   1.84
met5           0        -                      0
[final timing paths]
| kind | from | endpoint | slack [ns] | depth (start not counted) |
|---|---|---|---|---|
| setup reg to reg | div_cnt[2]$_SDFF_PP0_ | div_cnt[19]$_SDFF_PP0_ | 1.21 | 8 |
| hold / removal | div_cnt[0]$_SDFF_PP0_ | div_cnt[0]$_SDFF_PP0_ | 0.47 | 1 |
| hold reg to reg | div_cnt[0]$_SDFF_PP0_ | div_cnt[0]$_SDFF_PP0_ | 0.47 | 1 |
| setup / recovery | div_cnt[2]$_SDFF_PP0_ | div_cnt[19]$_SDFF_PP0_ | 1.21 | 8 |
[power by group]
part,total [mW],switching (mW),internal [mW]
logic,0.0110,0.00720,0.00380
clock network,0.357,0.200,0.157
registers,0.589,0.00376,0.585
total,0.957,0.211,0.746
No activity file was given, so power comes from the tool's default toggle rates.
